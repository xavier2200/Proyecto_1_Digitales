==> flow/design.v <==
module ALU #(
    parameter DATA_WIDTH = 32
) (
    input logic [DATA_WIDTH-1:0] data_rs1,
    input logic [DATA_WIDTH-1:0] source_2,
    input logic [1:0] alu_inst,
    output logic [DATA_WIDTH-1:0] ALU_result,
    output logic zero
);
logic [DATA_WIDTH-1:0] ALUResult;
assign ALUResult = ALU_result;
always @ (*) begin
    if(ALUResult==0)begin
        zero = 1'b1;
    end else begin
         zero=1'b0;
    end
end
always @(*) begin
    case(alu_inst)
        2'b00 : ALU_result = data_rs1 + source_2;   
        2'b01 : ALU_result = data_rs1 - source_2;   
        2'b10 : ALU_result = data_rs1 & source_2;   
        2'b11 : ALU_result = data_rs1 | source_2;  
        default ALU_result=data_rs1 + source_2;
endcase
end
endmodule
==> flow/run.sh <==
#!/bin/bash
# OpenROAD 26Q1-2900-gdf79404cd8, Yosys 0.63+post, stock flow scripts
make -C /OpenROAD-flow-scripts/flow DESIGN_CONFIG=/design/flow/config.mk WORK_HOME=/design/flow/orfs finish
==> flow/config.mk <==
export PLATFORM = sky130hd
export DESIGN_NAME = ALU
export DESIGN_NICKNAME = ALU
export VERILOG_FILES = /design/flow/design.v
export SDC_FILE = /design/flow/constraint.sdc
export NUM_CORES = 4
export LEC_CHECK = 1
export CORE_UTILIZATION = 40
==> flow/constraint.sdc <==
current_design ALU

set clk_period 35.2
set clk_io_pct 0.2

create_clock -name clk0 -period $clk_period

set non_clock_inputs [all_inputs -no_clocks]
set_input_delay [expr $clk_period * $clk_io_pct] -clock clk0 $non_clock_inputs
set_output_delay [expr $clk_period * $clk_io_pct] -clock clk0 [all_outputs]
==> qor.yml <==
power_and_ir_drop:
  swShare_pct: 50.0
  p_sw_uw: 48.5
  pwr-share-comb_pct: 100.0
  powerDensity_nw_per_um2: 22.0
  pwr-share-clk_pct: 0
  p_seq_share_pct: 0
  vdd_ir_drop_max_mv: 0.0107
  leakage_nw: 1.70
  power.internal_uw: 48.6
yosys:
  syn_area_um2: 3410
  synth_cells: 495
  yosysTopAreaCellShare_pct: 12.5
  syn_area_per_cell_um2: 6.90
  yosysWarnings: 1
  ys_types: 75
  topCellsByArea: "ha_1 (12%), xnor2_1 (8.2%), a21oi_1 (7.0%)"
  ys_cells: 495
  postSynthSeqShare_pct: 0
  yosys_area_um2: 3410
  synth_top_cell_by_area: "ha_1"
detailed_routing:
  avgViaCountPerCell: 5.90
  dr.pass1.iters: 5
  routed_wl_mm: 11.4
  drtAntennaViolNets: 0
  dr.first_iter.drc_count: 204
  antenna_cells: 0
  num_vias: 3993
  drt_drc_violations_left: 0
  wl_per_cell_um: 16.8
global_route:
  grt_pass1_wl_mm: 18.2
  gr-total-overflow: 0
  busiest_layer: "met2"
  grt_max_degree: 57
  antenna_found_initial: 0
  use_met1_pct: 39.3
  first_global_vias: 3690
  use_met2_pct: 41.1
  grt.total_usage_pct: 25.8
  grtUsageMet3_pct: 1.63
timing:
  rsz0062_at_grt: "false"
  maxSlewHeadroom_pct: 53.0
  maxSlewViolCount: 0
  hold_viol_final: 0
  finalCritPeriodShare_pct: 56.0
  finalSetupTns_ns: 0
  worstMarginPinSlew_ns: 0.703
  final.min_clock_period_ns: 19.72
  fmax_mhz: 50.7
  setup_viol: 0
worst_setup_path:
  crit_chain: "clkdlybuf4s50_1 -> buf_4 -> nor2b_1 -> buf_4 -> a21oi_1 -> xnor2_1 -> ha_1 -> nand2_1 -> a21oi_1 -> o31a_1 -> a221oi_4 -> o21ai_2 -> xnor2_1 -> o21ai_1 -> or4_1 -> or4_4 -> nor4b_4 -> clkdlybuf4s50_1"
  crit_arrival_ns: 12.68
  crit_type: "input port to output port"
  crit_buf_inv: 4
  critPathMaxStageDelay_ns: 0.65
  crit_slowest_cell: "nor2b_1"
  worstSetupEndpointType: "output port"
  start_kind: "input port"
  worstPathRequired_ns: 28.16
  critPathTopFamily: "simple AND/OR/NAND/NOR gates"
  critPathMaxFanout: 45
die:
  die_w_um: 94.4
  coreArea_um2: 8220
  num_io_pins: 99
  core.rowCount: 33
  chipArea_um2: 8910
  floorplan.core_util_pct: 41.5
  die_y_um: 94.4
layout:
  num-clock-buffers: 0
  filler_cell_count: 826
  final_area_um2: 4410
  drive_gt1_share_pct: 4.55
  flops: 0
  ff_latch_area_um2: 0
  syn_to_final_growth_pct: 29.3
placed_design:
  portBuffers: 99
  place.gp.congestion: 0.968
  post_dp_cell_area_um2: 4410
  dp_hpwl_mm: 9.10
job:
  warning_count: 34
  max_cap_viol_count: 0
status:
  status: "completed"
cts:
  hold_buffers: 0
  ctsResizeCount: 0
  post_cts_buffers: 0
hold_path:
  hp-class: "input port to output port"
metal layers:
layer | vias to the layer above | wire length [um]
met4 | 0 | 96
met5 | - | 0
met1 | 1814 | 5540
li1 | 2022 | -
met3 | 4 | 737
met2 | 153 | 5020
final cells by class:
cell class / count / area (um^2) / area share, %
inverter: 18 / 67.6 / 1.53
multi-input combinational: 451 / 3200 / 72.5
tap: 105 / 131 / 2.98
timing repair buffer: 103 / 1020 / 23.0
power by group through the flow:
stage         Combinational (mW)  Clock (mW)  Sequential [mW]
finish                    0.0971           0                0
CTS                       0.0964           0                0
global route               0.107           0                0
through the flow:
stage / setup WS [ns] / cells / utilization, % / hold WS [ns] / total power, mW
2_1_floorplan: 16.52 / 495 / - / 14.18 / 0.0598
3_3_place_gp: 15.61 / 677 / 53.7 / 15.06 / 0.0974
3_5_place_dp: 15.58 / 677 / 53.7 / 15.08 / 0.0957
4_1_cts: 15.56 / 677 / 53.7 / 15.08 / 0.0964
5_1_grt: 15.14 / 677 / 53.7 / 15.15 / 0.107
6_report: 15.48 / 677 / 53.7 / 15.07 / 0.0971
worst paths after layout:
check | start | endpoint | slack, ns | cells past startpoint
worst max-delay path | alu_inst[0] | zero | 15.48 | 18
worst min-delay path | alu_inst[1] | ALU_result[2] | 15.07 | 5
cell families after synthesis:
logic type / after synthesis / share of synthesized area, %
adders and majority gates: 58 / 19.8
and+or+nand+nor: 158 / 23.4
xor gates and xnor gates: 49 / 12.8
AOI/OAI and AO/OA: 186 / 37.7
buffers and inverters: 44 / 6.27
cells in the final DEF, fill, tap and decap left out, types with 7 or more instances in the layout:
cell	count
xnor2_1	32
clkdlybuf4s50_1	98
nand2_1	47
ha_1	34
o31ai_1	8
nand3_1	7
xor2_1	16
a21o_1	14
maj3_1	22
a21oi_1	48
nor2_1	37
o21ai_0	37
o21a_1	10
nor3_1	18
inv_1	17
nand4_1	8
Yosys cell counts, types with 2 or more instances:
cell and number:
a211o_1 4, a211oi_1 4, a21boi_0 5, a21o_1 14
a21oi_1 48, a221oi_1 2, a31o_2 3, a31oi_1 5
and2_1 4, and2b_1 2, and3_1 5, buf_1 4
clkbuf_1 16, clkbuf_8 4, ha_1 34, inv_1 17
maj3_1 22, nand2_1 47, nand3_1 7, nand4_1 8
nand4bb_1 2, nor2_1 37, nor2b_1 3, nor3_1 18
nor3b_1 5, nor4_1 5, o211a_1 2, o211ai_1 2
o21a_1 10, o21ai_0 37, o21ai_1 4, o21ai_2 4
o21bai_1 2, o22ai_1 2, o31a_1 5, o31ai_1 8
o32ai_1 3, o41ai_1 2, or3_1 5, or4_1 3
xnor2_1 32, xor2_1 16
tightest hold or removal path: stages:
cell             delay (ns)
buf_2                  0.09
buf_4                  0.29
nand2_1                0.12
o21ai_0                0.08
clkdlybuf4s50_1        0.41
Power figures rest on the tool's default switching activity, not on a simulated workload.
